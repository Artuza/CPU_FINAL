==> design.v <==
module RAM (
    input wire clk,
    input wire we,
    input wire [31:0] addr,
    input wire [31:0] wd,
    output wire [31:0] rd
);
    reg [31:0] memory [0:255];  
    assign rd = memory[addr[7:0]];
    always @(posedge clk) begin
        if (we) begin
            memory[addr[7:0]] <= wd;
        end
    end
endmodule
==> run.sh <==
#!/bin/bash
# OpenROAD 26Q1-2900-gdf79404cd8, Yosys 0.63+post, stock flow scripts
make -C /OpenROAD-flow-scripts/flow DESIGN_CONFIG=/design/flow/config.mk WORK_HOME=/design/flow/orfs finish
==> config.mk <==
export PLATFORM = sky130hd
export DESIGN_NAME = RAM
export DESIGN_NICKNAME = RAM
export VERILOG_FILES = /design/flow/design.v
export SDC_FILE = /design/flow/constraint.sdc
export NUM_CORES = 4
export LEC_CHECK = 1
export CORE_UTILIZATION = 30
export SYNTH_MEMORY_MAX_BITS = 65536
==> constraint.sdc <==
current_design RAM

set clk_period 52.6
set clk_io_pct 0.2

create_clock -name clk0 -period $clk_period [get_ports {clk}]

set non_clock_inputs [all_inputs -no_clocks]
set_input_delay [expr $clk_period * $clk_io_pct] -clock clk0 $non_clock_inputs
set_output_delay [expr $clk_period * $clk_io_pct] -clock clk0 [all_outputs]
==> reports/qor.yml <==
timing:
  whs_ns: 9.72
  finalHoldViolations: 0
  fin_setup_tns_ns: 0
  grt_setup_unrepaired: "no"
  finalCritPeriodShare: 0.557
  slew_headroom: 0.0861
  setup_viol: 0
  slew_viol_final: 0
  final.min_clock_period_ns: 29.31
  worst_pin_slew_ns: 1.36
  max_freq_mhz: 34.1
worst_hold_path:
  hold_depth: 1
  whs_endpoint: "memory[124][3]"
  hp-start: "wd[3]"
  min_path_type: "input port to flop"
floorplan:
  core-area_um2: 1030000
  fp-utilization: 0.301
  chip_area_um2: 1030000
  rows: 372
  die_x_um: 1020
  die_height_um: 1020
  io_pins: 98
synth:
  postSynthSeqShare: 0.798
  syn_area_per_cell_um2: 23.6
  synth_top_area_share: 0.798
  ys_warn_count: 1
  ys.flops: 8192
  yosys_area_um2: 308000
  ys_top_cells_by_area: "edfxtp_1, mux4_2, a22oi_1"
  yosys_cells: 13100
  syn_area_um2: 308000
  ys_types: 21
  largest_area_cell: "edfxtp_1"
  synth_cells: 13100
worst_setup_path:
  startpoint: "addr[0]"
  path_class: "input port to output port"
  cp.arrival_ns: 18.79
  end_kind: "output port"
  path_max_fanout: 63
  start_kind: "input port"
  worstPathRequired_ns: 42.08
placement:
  dp_hpwl_um: 463000
  gp_congestion: 0.898
  placed_cell_area_um2: 332000
  io_buffer_count: 73
route:
  postRouteAntennaNets: 0
  routed_via_density: 5.06
  top_layer: "met5"
  wire_per_inst_um: 28.8
  wl_met2_um: 385000
  vias: 144000
  drt_iter0_markers: 9512
  drt_pre_antenna_iters: 6
  wl_met1_um: 237000
  wirelength_um: 818000
  drcViolationCount: 0
  dr_wl_met3_um: 153000
clock_tree:
  postCtsSetupRepairBufs: 0
  cts_tree: "built"
  clock_path_buffers: 4
  numCtsBuffers: 804
  cts-resized-gates: 0
  cts_htree_levels: 6
  ctsHoldBuffers: 0
  root_buffer: "clkbuf_16"
  clk_pin_slew_ns: 0.06
  cts_num_sinks: 8192
grt:
  grt_util_all_layers: 0.169
  gr-total-overflow: 0
  grt_pass1_wl_um: 1160000
  grt_pass1_vias: 161000
  grt_max_degree: 128
  antenna_found_initial: 39
run:
  maxCapViolCount: 0
  warnings: 53
run_status:
  status: "finished, final reports clean"
finish:
  drive_gt1_frac: 0.297
  layout-area-overhead-vs-synth_pct: 15.9
  fin_area_um2: 357000
  fin_util: 0.348
  nFillCells: 92400
  seqCellArea_um2: 246000
  combGateArea_um2: 61800
  largest_reg_flops: 8192
power_and_ir_drop:
  finalPower_w: 0.0133
  vdd_drop_max_uv: 38.3
  p_per_area_nw_per_um2: 37.1
  p_leak_nw: 107
==> logic make-up after synthesis <==
| group | share of synthesized area |
|---|---|
| AND-OR/OR-AND | 0.0369 |
| buffers and inverters | 0.0109 |
| flip-flops | 0.798 |
| multiplexers | 0.150 |
| AND/OR/NAND/NOR | 0.00490 |
==> synthesized netlist by cell type <==
master / count
edfxtp_1: 8192
mux4_2: 2048
a22oi_1: 1024
a21oi_1: 512
clkbuf_1: 498
nor2_1: 232
buf_2: 209
o41ai_1: 128
buf_1: 64
nand4_1: 32
nor3_1: 30
nand2_1: 28
buf_4: 21
nand3_1: 13
nor2b_1: 7
nand2b_1: 6
buf_6: 4
and2_1: 3
or2_2: 2
inv_1: 1
or3_1: 1
==> worst max path at each step <==
stage	slack [ns]	end
after global routing	22.64	rd[15]
after CTS	22.89	rd[15]
final	23.29	rd[15]
==> layer usage <==
metal,vias up,global-route usage
met5,-,0.0115
met4,17,0.0679
met3,1347,0.146
met2,10100,0.253
met1,73300,0.164
li1,58800,-
==> cell type report <==
class                      count  share of cell area
tap                        13700              0.0478
antenna                       44            0.000308
timing repair buffer         917              0.0209
inverter                       1           0.0000105
clock buffer                1031              0.0589
clock inverter               447              0.0104
multi-input combinational   4066               0.173
sequential                  8192               0.689
==> critical path, stage by stage <==
cell             delay, ns
buf_16                0.32
buf_4                 0.59
buf_4                 0.65
buf_4                 0.63
buf_4                 0.67
buf_4                 0.52
buf_4                 0.62
buf_4                 0.66
mux4_2                0.62
a22oi_1               0.19
a21oi_1               0.15
o41ai_2               0.75
buf_4                 0.27
nand4_1               0.69
clkdlybuf4s50_1       0.65
==> where the power goes <==
part,leakage [nW],internal (W),switching (W)
combinational,21.3,0.000214,0.000417
sequential,73.6,0.00720,0.00000279
clock,12.0,0.00300,0.00243
total,107,0.0104,0.00285
==> metrics by stage <==
step                instances  setup slack (ns)
floorplan               13100             29.70
global placement        26800             22.83
detailed placement      26800             22.88
CTS                     28300             22.89
global route            28300             22.64
finish                  28300             23.29
==> cell usage in the layout, fill, tap and decap left out, drive strengths merged, types with 39 or more instances in the layout <==
| cell type | Yosys | routed |
|---|---|---|
| edfxtp | 8192 | 8192 |
| nor2 | 232 | 232 |
| a22oi | 1024 | 1024 |
| mux4 | 2048 | 2048 |
| a21oi | 512 | 512 |
| buf | 298 | 878 |
| clkdlybuf4s50 | 0 | 39 |
| clkinv | 0 | 382 |
| diode | 0 | 44 |
| o41ai | 128 | 128 |
| clkbuf | 498 | 1031 |
Power figures rest on the tool's default switching activity, not on a simulated workload.
